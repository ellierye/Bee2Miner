## flow/run.sh

```bash
#!/bin/bash
# OpenROAD 26Q1-2900-gdf79404cd8, Yosys 0.63+post, stock flow scripts
make -C /OpenROAD-flow-scripts/flow DESIGN_CONFIG=/design/flow/config.mk WORK_HOME=/design/flow/orfs finish
```

## flow/config.mk

```make
export PLATFORM = sky130hd
export DESIGN_NAME = serial_receive
export DESIGN_NICKNAME = serial_receive
export VERILOG_FILES = /design/flow/design.v
export SDC_FILE = /design/flow/constraint.sdc
export NUM_CORES = 4
export LEC_CHECK = 1
export CORE_UTILIZATION = 50
```

## flow/constraint.sdc

```tcl
current_design serial_receive

set clk_period 68.7
set clk_io_pct 0.2

create_clock -name clk0 -period $clk_period [get_ports {clk}]

set non_clock_inputs [all_inputs -no_clocks]
set_input_delay [expr $clk_period * $clk_io_pct] -clock clk0 $non_clock_inputs
set_output_delay [expr $clk_period * $clk_io_pct] -clock clk0 [all_outputs]
```

## flow/design.v

```verilog
module bitbang_receiver(clk, RxD, RxC, RxR, RxD_data_ready, RxD_data, RxD_idle);
   input clk, RxD, RxC, RxR;
   output RxD_data_ready;   
   output [7:0] RxD_data;
   output 	RxD_idle;   
   reg [2:0] current_bit;
   reg 	     RxC_last;
   always@(posedge clk) begin
      if (RxR) 
	 RxC_last <= 1'b0;
      else
	RxC_last <= RxC;
   end
   reg next_bit;
   always@(posedge clk) begin
      if (RxR) begin
	 next_bit <= 1'b0;
      end
      else
	next_bit <= RxC && !RxC_last;
   end
   always @(posedge clk)
     if (RxR)
       current_bit <= 3'b000;
     else 
       if (next_bit) current_bit <= current_bit + 1;
   reg [7:0] RxD_data;
   always @(posedge clk)
     if (next_bit) 
       RxD_data <= {RxD, RxD_data[7:1]};
   reg 	     RxD_data_ready, RxD_data_error;
   always @(posedge clk)
     RxD_data_ready <= (next_bit && current_bit==3'b111);  
   assign RxD_idle = current_bit == 3'b000;
endmodule
module serial_receive(clk, RxD, RxC, RxR, midstate, data2);
   input      clk;
   input      RxD;
	input      RxC;
	input      RxR;
   wire       RxD_data_ready;
   wire [7:0] RxD_data;
   bitbang_receiver deserializer(.clk(clk), .RxD(RxD), .RxC(RxC), .RxR(RxR), .RxD_data_ready(RxD_data_ready), .RxD_data(RxD_data));
   output [255:0] midstate;
   output [255:0] data2;
   reg [511:0] input_buffer;
   reg [511:0] input_copy;
   reg [6:0]   demux_state = 7'b0000000;
   assign midstate = input_copy[511:256];
   assign data2 = input_copy[255:0];
   always @(posedge clk)
     case (demux_state)
       7'b1000000:
	 begin
	    input_copy <= input_buffer;
	    demux_state <= 0;
	 end
       default:
	 if(RxD_data_ready)
	   begin
	      input_buffer <= input_buffer << 8;
	      input_buffer[7:0] <= RxD_data;
	      demux_state <= demux_state + 1;
	   end
     endcase  
endmodule  
module serial_transmit (clk, TxD, TxC, TxR, busy, send, word);
   wire TxD_start;
   wire TxD_busy;
   reg [7:0]  out_byte;
   reg        serial_start;
   reg [3:0]  mux_state = 4'b0000;
   assign TxD_start = serial_start;
   input      clk, TxC, TxR;
   output     TxD;
   input [31:0] word;
   input 	send;
   output 	busy;
   reg [31:0] 	word_copy;
   assign busy = (|mux_state);
   always @(posedge clk)
     begin
	if (!busy && send)
	  begin
	     mux_state <= 4'b1000;
	     word_copy <= word;
	  end  
	else if (mux_state[3] && ~mux_state[0] && !TxD_busy)
	  begin
	     serial_start <= 1;
	     mux_state <= mux_state + 1;
	     out_byte <= word_copy[31:24];
	     word_copy <= (word_copy << 8);
	  end
	else if (mux_state[3] && mux_state[0])
	  begin
	     serial_start <= 0;
	     if (!TxD_busy) mux_state <= mux_state + 1;
	  end
     end
   bitbang_transmitter serializer(.clk(clk), .TxD(TxD), .TxC(TxC), .TxR(TxR), .TxD_start(TxD_start), .TxD_data(out_byte), .TxD_busy(TxD_busy));
endmodule  
```

==> results.txt <==
Main metrics from the flow reports.

Among all stages on the critical path, the largest delay is contributed by clkdlybuf4s50_1. A synthesized cell averages roughly 29 µm². The classification of the worst setup path is flop to output pin. For this run, the leading register cell type out of synthesis is edfxtp_1. For this run, asynchronously set or reset flops after synthesis account for 0%. The number of CTS-inserted buffers came out at roughly 100. Entering global routing, the biggest net connects roughly 140 pins. The number of I/O pins is 516. The residual overflow from global routing came out at 0. The total of warnings raised by yosys is 2.

The core occupancy in the finished layout is about 66%. The timing report gives the biggest stage delay along the critical path as ~0.54 ns. The total non-filler cell area in the finished layout is about 41000 µm². The tool warning count came out at 38. The number of hold buffers added after cts is 0. According to the timing report, the arrival time at the worst endpoint equals between 1.5 and 2 ns.

CTS placed an instance of clkbuf_16 at the clock tree root. Summing internal, switching and leakage power gives between 1 and 1.5 mW. Once detail routing completed, the nets flagged for antenna violations numbered 0. The core region is ~62000 µm². Tracing the worst setup path back leads to its startpoint at input_copy[154]. The length of the first detailed-routing pass in iterations is 4. The effective utilization at floorplan came out at about half.

The detailed-route via count came out at roughly 13000. Global routing used between 10% and 20% of the available tracks. Per the summary, power density relative to cell area is a little under 30 nW/µm². The run finished with clean final reports. The quantity of gates resized following cts is 0. The tool flagged a number of max-cap violations equal to 0. The average wire length per cell after detail routing is 21.3 µm. TritonCTS built the clock tree.

Note that the worst hold path type here is flop to flop. The largest fanout on the critical path came out at 1. The die covers 64000 µm². The category of the worst setup path launch point is a flop. The peak ir drop on the vdd network came out at between 0.00003 and 0.00004 V. Counting along the longest clock path gives a buffer depth of 3. The global placer's final weighted congestion came out at between 0.8 and 0.9. The synthesized chip area reported by yosys came out at about 32000 µm². The type of destination of the critical path is an output pin. The count of library flops with an enable pin came out at between 1000 and 1500.

The gate-level netlist out of Yosys references 18 unique cell types. Before any placement, the netlist area is recorded as between 30000 and 40000 µm². Per the final report, max-transition violations number 0. The post-synthesis instance total is 1082. The most common logic cell in the final layout is edfxtp_1. The startpoint identified for the worst register-to-register timing path is demux_state[0]. The synthesis report lists the most area-consuming cells as edfxtp_1 98%, dfxtp_1 0.83%, ha_1 0.16%, xnor2_1 0.11%, mux2i_1 0.095%. After clock tree synthesis, the setup repair step added 0 buffers. The number of register bits inferred by synthesis is between 1000 and 1500. The leakage dissipation is ~13 nW. The total setup violations reported at the end of the flow came out at 0.

The post-CTS clock slew at the launch and capture registers of the worst setup and hold paths came out at 0.06 ns. The shortest clock period the worst path allows after layout is around 15 ns. The maximum level of the CTS H-tree is 3.

The signed area change from the synthesized netlist to the final layout is 30.1%. The fraction of final layout cells sized beyond drive strength 1 is 8.71%. STA lists the startpoint of the worst hold path as deserializer.RxC_last. The final routed wirelength across all metal layers came out at 56.1 mm. Per the placement log, port buffering inserted 515 buffers. The total cells reported by yosys after synthesis came out at between 1000 and 1500.

Based on the critical path, the design can be clocked at up to around 65 MHz. The die extent in y is roughly 250 µm. For this block, the initial DRC count from the detailed router was 741. The clock reaches the later pin of the worst-skew pair after ~0.64 ns. The number of buffer and inverter stages on the critical path is 1. The required time of the critical path is about 55 ns.

Hold-check failures listed in the final report amount to 0. The first global-routing pass estimated between 70 and 80 mm of wire. The number of global-route vias before repair came out at 12900. The antenna cell count came out at 0. Setup repair after global routing left no endpoint under its margin. The final worst-path cycle share is approximately 22%. According to the floorplan report, the die width is approximately 250 µm. In this design, the largest share of critical-path delay is due to buffers and inverters. Dividing the detail-routed via count by the number of cells gives roughly 4.8. The setup TNS after final layout came out at 0 ns. The remaining routing DRC violations came out at 0. In this run the critical path is formed by clkdlybuf4s50_1. The fraction of synthesized cell area taken by the top area cell type is between 90% and 100%. The placement row count is approximately 91. Leaving out fill and tap cells, the most frequent cells in the layout are 1032 x edfxtp_1, 515 x clkdlybuf4s50_1, 101 x clkbuf_16. The sequential element share of the synthesized area came out at between 90% and 100%. The CTS log lists the clock sinks for this run as around 1000.

At the pin with the least slew margin, the transition time is approximately 0.9 ns. The HPWL after detailed placement is approximately 35 mm. The initial antenna violation count is 2. The relative max-transition margin is about 40%. The cell area after placement is 37900 µm². The cell type that accounts for the most area after synthesis is edfxtp_1. The post-route clock skew came out at around 0.024 ns.
-- registers in the layout, indices dropped and copies added, names as in the netlist --
register and cells:
input_buffer 512, input_copy 512, deserializer.RxD_data 8, demux_state 7, deserializer.current_bit 3, deserializer.RxC_last 1, deserializer.RxD_data_ready 1, deserializer.next_bit 1
-- cell type report --
| cell class | instances | area [µm²] |
|---|---|---|
| clock inverters | 55 | 470 |
| multi-input cells | 34 | 263 |
| clock buffers | 127 | 2630 |
| well taps | 837 | 1050 |
| flip-flops and latches | 1045 | 31300 |
| inverters | 2 | 7.51 |
| repair buffers | 528 | 5320 |
| fillers | 3991 | 21000 |
-- synth_stat cells (2+ instances only) --
library cell / number
nand2_1: 2
inv_1: 2
xnor2_1: 4
xor2_1: 2
nor3_1: 2
nor2_1: 6
mux2i_1: 3
edfxtp_1: 1032
nor2b_1: 3
ha_1: 4
nand4_1: 3
dfxtp_1: 13
-- cells by family (layout without fill, tap and decap cells) --
family | after synthesis | count (layout) | share of synthesized area (%)
xor gates and xnor gates | 6 | 6 | 0.167
DFF | 1045 | 1045 | 99.2
AOI/OAI and AO/OA | 2 | 2 | 0.0317
and+or+nand+nor | 19 | 19 | 0.322
muxes | 3 | 3 | 0.0953
buffers and inverters | 3 | 712 | 0.0477
adders and majority gates | 4 | 4 | 0.159
-- through the flow --
stage	std cells	setup WS [ns]	hold WS, ns
6_report	2628	53.33	0.385
5_1_grt	2628	53.20	0.395
4_1_cts	2628	53.25	0.385
3_5_place_dp	2446	53.94	0.377
3_3_place_gp	2446	53.95	0.371
2_1_floorplan	1082	-24.35	0.367
-- path summary, 6_finish.rpt --
path,depth (start not counted),slack [ns],end
hold reg to reg,1,0.39,deserializer.next_bit
setup reg to reg,7,65.39,input_copy[399]
hold / removal,1,0.39,deserializer.next_bit
setup / recovery,1,53.33,data2[154]
-- report_power, final --
| part | switching, mW | internal [mW] | leakage (nW) |
|---|---|---|---|
| Combinational | 0.000150 | 0.000308 | 2.20 |
| Clock | 0.218 | 0.297 | 1.51 |
| Sequential | 0.000290 | 0.690 | 9.38 |
| Total | 0.219 | 0.987 | 13.1 |
-- per-layer routing --
layer	track usage, %	wire, µm
met1	30.4	19100
met2	26.3	26200
met3	14.0	9080
met4	4.57	1530
met5	2.08	216
Power is estimated from default activity; no workload was simulated.
