## flow/run.sh

```bash
#!/bin/bash
# OpenROAD 26Q1-2900-gdf79404cd8, Yosys 0.63+post, stock flow scripts
make -C /OpenROAD-flow-scripts/flow DESIGN_CONFIG=/design/flow/config.mk WORK_HOME=/design/flow/orfs finish
```

## flow/config.mk

```make
export PLATFORM = sky130hd
export DESIGN_NAME = serial_transmit
export DESIGN_NICKNAME = serial_transmit
export VERILOG_FILES = /design/flow/design.v
export SDC_FILE = /design/flow/constraint.sdc
export NUM_CORES = 4
export LEC_CHECK = 1
export CORE_UTILIZATION = 30
```

## flow/constraint.sdc

```tcl
current_design serial_transmit

set clk_period 6.1
set clk_io_pct 0.2

create_clock -name clk0 -period $clk_period [get_ports {clk}]

set non_clock_inputs [all_inputs -no_clocks]
set_input_delay [expr $clk_period * $clk_io_pct] -clock clk0 $non_clock_inputs
set_output_delay [expr $clk_period * $clk_io_pct] -clock clk0 [all_outputs]
```

## flow/design.v

```verilog
module bitbang_transmitter(clk, TxD_start, TxR, TxC, TxD_data, TxD, TxD_busy);
  input clk, TxD_start;
   input [7:0] TxD_data;
   output      TxD, TxD_busy;
   input       TxC, TxR;
   reg [3:0]   current_bit;
   reg 	       data_available;
   wire        TxD_ready = (current_bit==0 && !data_available);
   assign TxD_busy = ~TxD_ready;
   reg 	       TxC_last;
   reg 	       TxC_last_last;
   always@(posedge clk) begin
      if (TxR) begin 
	 TxC_last <= 1'b0;
	 TxC_last_last <= 1'b0;
      end else begin
	 TxC_last <= TxC;
	 TxC_last_last <= TxC_last;
      end
   end
   reg next_bit;
   always@(posedge clk) begin
      if (TxR) begin
	 next_bit <= 1'b0;
      end
      else
	next_bit <= (TxC && ~TxC_last && data_available);
   end
   always @(posedge clk)
     if (TxR)
       current_bit <= 4'b0000;
     else
       if (next_bit) current_bit <= (current_bit < 4'b1000) ? current_bit + 1 : 4'b0;
   always @(posedge clk) 
     if (TxR)
       data_available <= 1'b0;
     else if (!data_available && TxD_start) 
       data_available <= 1'b1;
     else if (data_available && next_bit &&  current_bit == 4'b1000)
       data_available <= 1'b0;
   reg [7:0]   TxD_dataReg;
   always @(posedge clk) 
     if(TxD_ready & TxD_start) TxD_dataReg <= TxD_data;
   wire [7:0]  TxD_dataD = TxD_dataReg;
   reg 	       TxD;
   always @(posedge clk)
     if (TxR)
       TxD <= 1'b0;
     else if (current_bit == 4'b0 && TxC && ~TxC_last)
       TxD <= data_available;
     else if (next_bit && current_bit != 4'b0)
       TxD <= TxD_dataD[current_bit-1];
endmodule
module serial_receive(clk, RxD, RxC, RxR, midstate, data2);
   input      clk;
   input      RxD;
	input      RxC;
	input      RxR;
   wire       RxD_data_ready;
   wire [7:0] RxD_data;
   bitbang_receiver deserializer(.clk(clk), .RxD(RxD), .RxC(RxC), .RxR(RxR), .RxD_data_ready(RxD_data_ready), .RxD_data(RxD_data));
   output [255:0] midstate;
   output [255:0] data2;
   reg [511:0] input_buffer;
   reg [511:0] input_copy;
   reg [6:0]   demux_state = 7'b0000000;
   assign midstate = input_copy[511:256];
   assign data2 = input_copy[255:0];
   always @(posedge clk)
     case (demux_state)
       7'b1000000:
	 begin
	    input_copy <= input_buffer;
	    demux_state <= 0;
	 end
       default:
	 if(RxD_data_ready)
	   begin
	      input_buffer <= input_buffer << 8;
	      input_buffer[7:0] <= RxD_data;
	      demux_state <= demux_state + 1;
	   end
     endcase  
endmodule  
module serial_transmit (clk, TxD, TxC, TxR, busy, send, word);
   wire TxD_start;
   wire TxD_busy;
   reg [7:0]  out_byte;
   reg        serial_start;
   reg [3:0]  mux_state = 4'b0000;
   assign TxD_start = serial_start;
   input      clk, TxC, TxR;
   output     TxD;
   input [31:0] word;
   input 	send;
   output 	busy;
   reg [31:0] 	word_copy;
   assign busy = (|mux_state);
   always @(posedge clk)
     begin
	if (!busy && send)
	  begin
	     mux_state <= 4'b1000;
	     word_copy <= word;
	  end  
	else if (mux_state[3] && ~mux_state[0] && !TxD_busy)
	  begin
	     serial_start <= 1;
	     mux_state <= mux_state + 1;
	     out_byte <= word_copy[31:24];
	     word_copy <= (word_copy << 8);
	  end
	else if (mux_state[3] && mux_state[0])
	  begin
	     serial_start <= 0;
	     if (!TxD_busy) mux_state <= mux_state + 1;
	  end
     end
   bitbang_transmitter serializer(.clk(clk), .TxD(TxD), .TxC(TxC), .TxR(TxR), .TxD_start(TxD_start), .TxD_data(out_byte), .TxD_busy(TxD_busy));
endmodule  
```

==> results.txt <==
run results: hold buffer count at cts=0, Ys Warns=2, Seq share, synth=0.679, CP arrival=roughly 2.9 ns, slowest stage cell, crit path=or2_2, # resized after CTS=0, leak pwr=a little under 1 nW, share of cells above drive strength 1=0.191, die height=93.7 um, Critical R2R Capture=word_copy[26], DRC viols=0, status=completed, instance count of the mapped netlist=167, first-pass GRT wire length=6090 um, Clock Skews=0.0103 ns, Diodes inserted=0, Final setup viols=0, unrepaired setup endpoints after global routing=false, Vias=~1,400, core area=0.00818 sq mm, hold path depth=0, r2r worst-path depth=6, Critical Path Max Stage Delay=0.67 ns, Final ANT Viol Nets=0, Post-synth EDFFs=49, Critical Path Sink Type=register, DRC violation total after the first TritonRoute iteration=92, All-Layer GR Usage=0.0932, antenna violations before repair=0, Yosys Chip Area=0.00252 sq mm, WL per Instance=11.2 um, Max-cap violations=0, Slew Limit Fails=0, Worst Max-Slew Pin Slew=0.730 ns, clk buf depth=2, total I/O pin count=38, worst hold slack=0.418 ns, Latency at later pin=0.33 ns, Layout Utilization=0.389, number of buffers created by CTS=9, kind of critical path=in -> reg, worst min path class=reg -> reg, TritonCTS clock tree=yes, largest net degree at the start of global routing=37, Yosys cell types=36, CTS clk-pin slew, worst paths=0.06 ns, Setup Fix Bufs, Post-CTS=0, die footprint=0.00877 sq mm, Vias/cell=between 4 and 5, hold_sp=word_copy[24], Most used DFF post-synth=edfxtp_1, CP Cell Sequence=clkdlybuf4s50_1 -> and3_1 -> buf_4 -> or2_2, CP startpoint kind=input pin, Rel. slew slack=0.513, Port Buffers=37, Tmin final=2.91 ns, Die W=93.7 um, initial cell density of the core=0.308, Max Fclk=approximately 0.34 GHz, most numerous logic cell after layout=edfxtp_1, Syn Area/Cell=15.1 sq um, Power Density=257 mW/mm^2, Setup TNS=0 ns, number of cells in Yosys stat=about 170, DRT Pass-1 Iters=4, routability cong.=0.778, Overflow after GRT=0, RR Startpoint=serializer.current_bit[0], number of global-route vias before repair=approximately 1,400, Hold Violations, Final=0, most frequent cells in the layout=49 x edfxtp_1, 37 x clkdlybuf4s50_1, 24 x mux2_2, 12 x dfxtp_1, 10 x nor2_1, Syn Std Cell Area=0.00252 sq mm, Area Overhead vs Synth=26.1%, wirelength, routed=3580 um, Post-DP HPWL=2250 um, period utilization=0.477, worst reg2reg setup slack=3.44 ns, hold worst-path end=out_byte[0], required time of the critical path=6.06 ns, # fillers=775, # rows=33, root buffer cell=clkbuf_8, CP Max Fanout=36, Peak VDD IR=approximately 0.12 mV, Async SR Flop Fraction=0, Flops after synth=just over 60, Sink Count=61, H-tree level count=3, stage-log warning count=28
registers in the layout (all words and copies together) (netlist names), 4 cells and up:
signal,count
mux_state,4
out_byte,8
serializer.TxD_dataReg,8
serializer.current_bit,4
word_copy,32
routing by layer:
layer	vias to the layer above	global-route usage	routed length (um)
li1	707	-	-
met1	651	0.138	1750
met2	39	0.140	1530
met3	6	0.0370	255
met4	0	0.0141	38
met5	-	0	0
logic make-up after synthesis:
family / Yosys count / synth area share
adders and majority gates: 5 / 0.0248
and+or+nand+nor: 43 / 0.0938
muxes: 28 / 0.128
xor gates and xnor gates: 2 / 0.00695
buffers and inverters: 11 / 0.0208
DFF: 61 / 0.679
AOI/OAI and AO/OA: 17 / 0.0467
stage by stage:
stage | setup WS (ns) | cell area [sq um] | std cells | total power [mW]
floorplan | 3.50 | 2520 | 167 | 0.471
global placement | 2.83 | 3000 | 304 | 0.497
detailed placement | 2.82 | 3000 | 304 | 0.497
CTS | 3.16 | 3180 | 320 | 0.832
global route | 3.08 | 3180 | 320 | 0.855
finish | 3.19 | 3180 | 320 | 0.818
worst max-delay path: cells and delay by family:
family        cells  cell delay (ns)
simple gates      2             0.81
buf+inv           2             0.81
worst max-delay path by stage:
stage,from,depth (start not counted),endpoint
4_1_cts,send,4,word_copy[21]
5_1_grt,send,4,word_copy[26]
6_report,send,4,word_copy[26]
power by group:
| group | switching [mW] | internal (mW) | total (mW) | leakage [nW] |
|---|---|---|---|---|
| registers | 0.00277 | 0.448 | 0.451 | 0.470 |
| clock network | 0.144 | 0.186 | 0.330 | 0.0907 |
| logic | 0.0112 | 0.0260 | 0.0372 | 0.407 |
layout make-up:
cell class,count,area [sq um],share of cell area
Multi-Input combinational cell,95,757,0.238
Timing Repair Buffer,38,378,0.119
Clock inverter,5,51.3,0.0161
Clock buffer,11,131,0.0413
Sequential cell,61,1710,0.538
Inverter,5,18.8,0.00590
Tap cell,105,131,0.0413
cells in the mapped netlist, drive strengths merged (2+ instances only):
cell,count,area share
buf,4,0.010
and2,9,0.022
clkbuf,2,0.0030
mux2i,3,0.012
inv,5,0.0074
a21oi,5,0.0099
o21ai,2,0.0040
dfxtp,12,0.095
nor2b,5,0.012
ha,5,0.025
nand2,7,0.010
nand3,3,0.0060
a311oi,2,0.0069
mux2,24,0.11
xnor2,2,0.0069
nor2,10,0.015
nor4b,2,0.0094
edfxtp,49,0.58
No activity file was given, so power comes from the tool's default toggle rates.
